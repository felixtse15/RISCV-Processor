==> /design/flow/design.v <==
module datamem(input  logic 	   clk,
			   input  logic        we,
			   input  logic [31:0] A, WD,
			   output logic [31:0] RD);
	logic [31:0] RAM [63:0];
	assign RD = RAM[A[31:2]];
	always_ff @ (posedge clk)
		if (we)
			RAM[A[31:2]] <= WD;
endmodule
==> /design/flow/run.sh <==
#!/bin/bash
# OpenROAD 26Q1-2900-gdf79404cd8, Yosys 0.63+post, stock flow scripts
make -C /OpenROAD-flow-scripts/flow DESIGN_CONFIG=/design/flow/config.mk WORK_HOME=/design/flow/orfs finish
==> /design/flow/config.mk <==
export PLATFORM = sky130hd
export DESIGN_NAME = datamem
export DESIGN_NICKNAME = datamem
export VERILOG_FILES = /design/flow/design.v
export SDC_FILE = /design/flow/constraint.sdc
export NUM_CORES = 4
export LEC_CHECK = 1
export CORE_UTILIZATION = 30
==> /design/flow/constraint.sdc <==
current_design datamem

set clk_period 32.2
set clk_io_pct 0.2

create_clock -name clk0 -period $clk_period [get_ports {clk}]

set non_clock_inputs [all_inputs -no_clocks]
set_input_delay [expr $clk_period * $clk_io_pct] -clock clk0 $non_clock_inputs
set_output_delay [expr $clk_period * $clk_io_pct] -clock clk0 [all_outputs]
==> qor.yml <==
layout:
  drive_gt1_frac: 0.1760
  post-route-util: 0.3455
  largest_register_ff_count: 2048
  fin_cells: 7914
  syn2layout_area_growth_pct: 14.53
setup_path:
  cp-end-kind: "output port"
  worstPathMaxFanout: 81
  worst-path-buf-inv: 8
  startpoint: "A[4]"
  crit_top_cell: "buf_4"
  cpMaxStageDelayCell: "a2111oi_0"
  cp.arrival_ps: 11800
  cpPeakStageDelay_ps: 750
  criticalPathCategory: "input pin to output port"
  required_ps: 25760
  crit_path_start_kind: "input pin"
  crit_chain: "buf_8, buf_4, buf_12, buf_4, inv_1, buf_4, and3_1, nor4_1, a31oi_1, a2111oi_0, buf_4, nand3_1, clkdlybuf4s50_1"
  path_delay_family: "buffers and inverters"
route:
  num_vias: 41369
  wl_per_cell_um: 26.11
  first_pass_iters: 6
  final_antenna_net_count: 0
  drc: 0
  vias_per_cell: 5.227
  insertedDiodeCount: 0
  routed_wl_um: 206700
  drt-initial-drc-count: 2798
final_timing:
  slew_viol_final: 0
  hold_viol: 0
  finalSetupViolCount: 0
  period_minus_slack_ps: 18240
  slew_headroom: 0.3219
  tns_ps: 0
  max_freq_ghz: 0.05483
  tightest_slew_ps: 991.5
  period_used_share: 0.5664
  rsz0062_at_grt: "no"
synthesis:
  yosys_warnings: 1
  simple_gate_area_frac: 0.02829
  synthMuxAreaShare: 0.08188
  syn_inst: 4207
  edf_count: 2048
  synth.comb.largest_family: "AND-OR/OR-AND gates"
  ys_seq_frac: 0.7856
  fa_ha_area_frac: 0
  ys_sh_aoi: 0.08733
  syn_area_per_cell_um2: 18.61
  synth_cell_types: 55
  synthArstFlopShare: 0
  synth_area_mm2: 0.07829
  ys.flops: 2048
  yosysCellCount: 4207
  ys_sh_xor: 0
  yosys_area_mm2: 0.07829
  ys.flop_type: "edfxtp_1"
cts:
  clockBufferDepth: 3
  cts.clk_slew.worst_paths_ps: 60
  cts_max_level: 4
  cts_tree: "done"
  numCtsBuffers: 189
  cts_root_buffer: "clkbuf_16"
  ctsResizeCount: 0
  post_cts.repair.setup_buffers: 0
  clock-sinks: 2048
  ctsHoldBuffers: 0
placement:
  io_buffers: 71
  hpwl_um: 115500
  dp.cells: 7568
  gp_congestion: 0.8633
die:
  die_h_um: 512.8
  fp_util: 0.3017
  ios: 98
  die_w_um: 512.8
  dieArea_mm2: 0.2630
  row_count: 187
  coreArea_mm2: 0.2595
power:
  peakVddDrop_mv: 0.06018
  p_leak_nw: 28.03
  power_density_mw_per_mm2: 59.96
global_routing:
  grt_max_degree: 97
  grt_remaining_overflow: 0
  grt_usage: 0.1671
  grt_first_pass_wirelength_um: 299000
  antenna_found_initial: 7
  grt_pass1_vias: 43530
min_path:
  min_from: "WD[19]"
  hold_path_class: "input pin to flop"
job:
  max-cap-violations: 0
  tool_warnings: 52
outcome:
  outcome: "finished, final reports clean"
## kinds of logic (layout without fill, tap and decap cells)
family	after synthesis	count (layout)
simple gates	424	424
compound gates	933	933
flops	2048	2048
buf+inv	300	605
mux	502	502
## power breakdown
| part | switching (mW) | leakage, nW | internal (mW) |
|---|---|---|---|
| Sequential | 0.00359 | 18.4 | 2.95 |
| Clock | 0.965 | 2.83 | 1.17 |
| Combinational | 0.197 | 6.78 | 0.0929 |
| Total | 1.17 | 28.0 | 4.21 |
## path summary, 6_finish.rpt
path / endpoint / slack (ps) / cells after the start
hold / removal: RAM[41][19]$_DFFE_PP_ / 5940 / 1
setup / recovery: RD[6] / 13960 / 13
## placed cells by master, fill, tap and decap left out, drive strengths merged, types with 66 or more instances in the layout
cell type,n
a221oi,175
a21oi,121
and3,85
clkinv,80
clkbuf,248
mux2,147
o22a,70
buf,221
a22o,66
edfxtp,2048
mux2i,259
a22oi,188
o22ai,93
mux4,96
nor2,145
o21ai,85
## routing by layer
metal | global-route usage | part of all wire
met1 | 0.1929 | 0.34
met2 | 0.2485 | 0.46
met3 | 0.1225 | 0.16
met4 | 0.04478 | 0.032
met5 | 0.008950 | 0.0017
## cells in the mapped netlist, drive strengths merged (15+ instances only)
library cell  number  area [um^2]
edfxtp          2048        61500
mux2i            259         2592
a22oi            188         1411
a221oi           175         1533
clkbuf           169        638.1
mux2             147         1655
nor2             145        544.3
buf              129        681.9
a21oi            121        605.6
mux4              96         2162
o22ai             93        581.8
and3              85        531.8
o21ai             85        425.4
o22a              70        613.1
a22o              66        578.1
nand3             54        270.3
a31oi             43        269.0
nand2             28        105.1
nor3              22        110.1
nand2b            18        112.6
a211oi            17        127.6
a222oi            16        160.2
a2111oi           15        131.4
a221o             15        150.1
o2bb2ai           15        131.4
or4               15        112.6
## cell type report
type	instances	area (um^2)
fill	23600	169800
clock buffer	248	4972
clock inverter	98	870.8
inverter	2	15.01
timing repair buffer	257	1999
multi-input combinational	1859	16050
sequential	2048	61500
tap	3402	4257
## metrics by stage
step / hold slack [ps] / total power, mW / instance area [um^2] / setup slack (ps)
6_report: 5939 / 5.376 / 89660 / 13960
3_5_place_dp: 6789 / 3.305 / 83820 / 13950
3_3_place_gp: 6787 / 3.301 / 83820 / 13960
5_1_grt: 5928 / 5.533 / 89660 / 13660
2_1_floorplan: 6539 / 3.154 / 78290 / 17210
4_1_cts: 5895 / 5.411 / 89660 / 13960
No activity file was given, so power comes from the tool's default toggle rates.
