File: design/flow/design.v
module piperegD_Ex(input  logic 	   clk, reset,
				   input  logic 	   clear,
				   input  logic [4:0]  Rs1D, Rs2D, RdD,
				   input  logic [31:0] RD1D, RD2D, PCD, PCPlus4D,
				   input  logic [31:0] ImmExtD,
				   output logic [4:0]  Rs1E, Rs2E, RdE,
				   output logic [31:0] RD1E, RD2E, PCE, PCPlus4E,
				   output logic [31:0] ImmExtE);
	always_ff @ (posedge clk or posedge reset) begin
		if (reset) begin
			RD1E 	 <= 0;
			RD2E 	 <= 0;
			Rs1E 	 <= 0;
			Rs2E     <= 0;
			RdE      <= 0;
			PCE      <= 0;
			PCPlus4E <= 0;
			ImmExtE  <= 0;
		end
		else if (clear) begin
			RD1E 	 <= 0;
			RD2E 	 <= 0;
			Rs1E 	 <= 0;
			Rs2E     <= 0;
			RdE      <= 0;
			PCE      <= 0;
			PCPlus4E <= 0;
			ImmExtE  <= 0;
		end
		else begin
			RD1E 	 <= RD1D;
			RD2E 	 <= RD2D;
			Rs1E 	 <= Rs1D;
			Rs2E     <= Rs2D;
			RdE      <= RdD;
			PCE      <= PCD;
			PCPlus4E <= PCPlus4D;
			ImmExtE  <= ImmExtD;
		end
	end	
endmodule
File: design/flow/run.sh
#!/bin/bash
# OpenROAD 26Q1-2900-gdf79404cd8, Yosys 0.63+post, stock flow scripts
make -C /OpenROAD-flow-scripts/flow DESIGN_CONFIG=/design/flow/config.mk WORK_HOME=/design/flow/orfs finish
File: design/flow/config.mk
export PLATFORM = sky130hd
export DESIGN_NAME = piperegD_Ex
export DESIGN_NICKNAME = piperegD_Ex
export VERILOG_FILES = /design/flow/design.v
export SDC_FILE = /design/flow/constraint.sdc
export NUM_CORES = 4
export LEC_CHECK = 1
export CORE_UTILIZATION = 30
File: design/flow/constraint.sdc
current_design piperegD_Ex

set clk_period 1.0
set clk_io_pct 0.2

create_clock -name clk0 -period $clk_period [get_ports {clk}]

set non_clock_inputs [all_inputs -no_clocks]
set_input_delay [expr $clk_period * $clk_io_pct] -clock clk0 $non_clock_inputs
set_output_delay [expr $clk_period * $clk_io_pct] -clock clk0 [all_outputs]
==> flow_summary_export.csv <==
group,metric,value,unit
worst_setup_path,end_kind,"output pin",
worst_setup_path,cp_slowest_cell,"dfrtp_1",
worst_setup_path,crit_path_max_incr_delay,390,ps
final_layout,final-comb-area,0.00109,mm^2
floorplanning,chipWidth,138,um
worst_setup_path,critical_path.top_delay_family,"flip-flops",
timing,tightest_slew,253,ps
cts,cts-buffers-inserted,17,
floorplanning,dieArea,0.0191,mm^2
final_layout,areaGrowthSynthToFinish,67.1,%
synth,ys_ff,175,
synth,ys_types,5,
final_layout,final_cell_mix,"176 x clkdlybuf4s50_1, 175 x dfrtp_1, 175 x nor2b_1, 175 x buf_2, 17 x clkbuf_16",
synth,yosysWarningCount,1,
synth,syn_avg_cell_area,15.1,um^2
global_routing,grt_pass1_wl,24.1,mm
global_routing,grt_max_degree,42,
synth,yosys_cells,370,
cts,cts_num_sinks,175,
global_routing,antenna_found_initial,0,
final_layout,n_fill_cell,1574,
timing,post-route-min-period,1120,ps
worst_setup_path,worst-path-stages,1,
synth,synth.cell_area,0.00557,mm^2
status,status,"finished with violations",
timing,grt_setup_unrepaired,"yes",
power,p_leak,4.60,nW
placed_design,place_congestion,0.836,
drt,drc,68,
power,ir_drop,1.07,mV
global_routing,gr-total-overflow,0,
cts,htree_levels,4,
job,warnings,28,
worst_setup_path,worstPathRequired,800,ps
global_routing,grt_usage,0.172,
worst_setup_path,crit_buf_inv,1,
final_layout,drive_gt1_frac,0.303,
floorplanning,ioPinCount,353,
drt,first_iter_violations,130,
drt,firstDrtPassIters,45,
cts,clockBufferDepth,2,
placed_design,hpwl,11.9,mm
timing,final_hold_viol_count,0,
final_layout,layout_top_cell,"clkdlybuf4s50_1",
drt,drtAntennaViolNets,0,
synth,ys_chip_area,0.00557,mm^2
worst_setup_path,crit_end,"RD1E[29]",
drt,vias,3975,
global_routing,grt_pass1_vias,4150,
synth,top_area_frac,0.786,
synth,largest_area_cell,"dfrtp_1",
timing,setup_ws,-118,ps
job,drv_cap,0,
cts,ctsHoldBuffers,0,
synth,synthCells,370,
worst_setup_path,cp-startpoint,"RD1E[29]$_DFF_PP0_",
timing,slew_violations,0,
cts,post_cts_buffers,0,
floorplanning,floorplan.core_util,0.308,
cts,cts.clk_slew.worst_paths,60,ps
final_layout,flop_area,0.00438,mm^2
timing,max_freq,0.894,GHz
worst_setup_path,cp_max_fo,1,
power,power.total,15.5,mW
floorplanning,core_area,0.0181,mm^2
cts,cts-root-buf,"clkbuf_16",
worst_setup_path,crit_arrival,920,ps
power,powerDensity,1670,mW/mm^2
worst_setup_path,critPathKind,"reg -> out",
drt,routedWlPerCell,15.6,um
placed_design,io_buffers,352,
synth,topCellsByArea,"dfrtp_1 79%, nor2b_1 20%, buf_2 1.5%",
floorplanning,rows,49,
drt,avgViaCountPerCell,4.03,
cts,cts_tree,"yes",
floorplanning,die_y,138,um
timing,finalSetupTns,-13660,ps
worst_setup_path,path_cells,"buf_2",
hold_path,hold_class,"in -> reg",
drt,wl,15.4,mm
status,violations,"DRC, setup timing",
timing,relSlewSlack,0.831,
timing,worst_hold_slack,118,ps
placed_design,pre_cts_ws,-76.5,ps
synth,ys_seq_share,0.786,
timing,setup_viol,175,
drt,n_antenna_cell,0,
worst_setup_path,worstSetupStartpointType,"flip-flop",
timing,period_used_share,1.12,
-- layout make-up --
type / count / share of cell area
sequential: 175 / 0.470
tap: 229 / 0.0308
clock buffer: 19 / 0.0465
multi-input combinational: 175 / 0.118
clock inverter: 12 / 0.0145
inverter: 1 / 0.000807
timing repair buffer: 375 / 0.319
-- logic make-up after synthesis --
logic type / after synthesis / share of synthesized area
flip-flops: 175 / 0.786
AND/OR/NAND/NOR: 175 / 0.197
buffers and inverters: 20 / 0.0173
-- flip-flops by register name, indices dropped and copies added (netlist names) --
signal	cells
Rs2E	5
RD2E	32
PCPlus4E	32
Rs1E	5
RdE	5
ImmExtE	32
RD1E	32
PCE	32
-- what timing repair did --
| item | CTS | global route |
|---|---|---|
| gates cloned | 0 | 0 |
| endpoints found under the setup margin | 175 | 175 |
| resized | 547 | 0 |
-- metal layers --
layer  global-route usage  wire, um
met1                0.230      5800
met2                0.288      7730
met3               0.0611      1640
met4               0.0207       184
met5                    0         0
-- metrics by stage --
step	std cells	utilization	cell area, um^2
after floorplan	370	-	5570
after global placement	955	0.532	9620
after detailed placement	955	0.532	9620
after CTS	986	0.515	9310
after global routing	986	0.515	9310
final	986	0.515	9310
-- cell usage after synthesis --
library cell,n
buf_2,17
clkbuf_1,2
dfrtp_1,175
inv_1,1
nor2b_1,175
-- power by group --
group / internal (mW) / switching (mW)
Combinational: 1.12 / 0.515
Sequential: 7.43 / 0.0795
Clock: 3.69 / 2.70
Total: 12.2 / 3.29
-- worst min path at each step --
stage	endpoint	depth (start not counted)	startpoint	slack [ps]
4_1_cts	ImmExtE[14]$_DFF_PP0_	2	clear	110
5_1_grt	ImmExtE[14]$_DFF_PP0_	2	clear	110
6_report	ImmExtE[14]$_DFF_PP0_	2	clear	120
Power is estimated from default activity; no workload was simulated.
