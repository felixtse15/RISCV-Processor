===== design/flow/design.v =====
module alu #(parameter WIDTH = 32)
		    (input  logic        [3:0]         ALUControl,
		     input  logic signed [WIDTH - 1:0] AluA, AluB,
		     output bit                        ZERO, SIGN,
		     output logic signed [WIDTH - 1:0] ALUResult);
	logic [WIDTH - 1:0] Sum;
	bit Overflow;
	bit isAdd; 
	bit isSub; 
	assign isAdd = (ALUControl == 4'b0000);
	assign isSub = (ALUControl == 4'b0001);
	assign Sum      = AluA + (ALUControl[0] ? ~ AluB : AluB) + ALUControl[0];    
	assign Overflow = (isAdd & ~(AluA[WIDTH - 1] ^ AluB[WIDTH - 1]) & (AluA[WIDTH - 1] ^ Sum[WIDTH - 1])) |  
					  (isSub &  (AluA[WIDTH - 1] ^ AluB[WIDTH - 1]) & (AluA[WIDTH - 1] ^ Sum[WIDTH - 1]));   
	assign ZERO 	= ~(|ALUResult);											 
	assign SIGN 	= ALUResult[WIDTH - 1];											 
	always_comb
		case(ALUControl)
			4'b0000, 4'b0001: ALUResult = Sum;							 
			4'b0010: ALUResult = AluA & AluB;							 
			4'b0011: ALUResult = AluA | AluB;							 
			4'b0100: ALUResult = AluA ^ AluB;							 
			4'b0101: ALUResult = AluA < AluB;							 
			4'b0110: ALUResult = ($unsigned(AluA) < $unsigned(AluB));    
			4'b0111: ALUResult = AluA << AluB;							 
			4'b1000: ALUResult = AluA >> AluB;							 
			4'b1001: ALUResult = AluA >>> AluB;							 
			default: ALUResult = {WIDTH{1'bx}};
		endcase
endmodule

===== design/flow/run.sh =====
#!/bin/bash
# OpenROAD 26Q1-2900-gdf79404cd8, Yosys 0.63+post, stock flow scripts
make -C /OpenROAD-flow-scripts/flow DESIGN_CONFIG=/design/flow/config.mk WORK_HOME=/design/flow/orfs finish

===== design/flow/config.mk =====
export PLATFORM = sky130hd
export DESIGN_NAME = alu
export DESIGN_NICKNAME = alu
export VERILOG_FILES = /design/flow/design.v
export SDC_FILE = /design/flow/constraint.sdc
export NUM_CORES = 4
export LEC_CHECK = 1
export CORE_UTILIZATION = 50

===== design/flow/constraint.sdc =====
current_design alu

set clk_period 16.8
set clk_io_pct 0.2

create_clock -name clk0 -period $clk_period

set non_clock_inputs [all_inputs -no_clocks]
set_input_delay [expr $clk_period * $clk_io_pct] -clock clk0 $non_clock_inputs
set_output_delay [expr $clk_period * $clk_io_pct] -clock clk0 [all_outputs]

==> run notes <==
Results of the full flow below.

Layout:
- Per the final layout report, the fraction of cells sized above drive strength 1 comes to 0.1277.
- The run gives the combinational cell area excluding buffers and inverters as 9520 sq um.
- The run gives the post-route non-filler standard cell count as 1650.
- The area taken by sequential standard cells is reported as 0 sq um.
- The run gives the synthesis-to-layout area growth as 11.13%.
- The layout has 0 clock buffers.
- The design has 0 sequential cells.
- The run gives the filler cell count in the final layout as 1864.

Worst setup path:
- The worst setup path is captured at an output port.
- The slowest stage of the critical path belongs to the cell sky130_fd_sc_hd__o21ai_0.
- The kind of cell with the highest combined delay along the critical path is simple AND/OR/NAND/NOR gates.
- The run gives the buffer and inverter count on the worst path as 3.
- STA classifies the critical path startpoint as an input pin.
- The run gives the critical path required time as ~13 ns.
- The run puts the peak per-stage delay on the critical path at 0.74 ns.
- The run puts the maximum net fanout on the critical path at 22.
- The run puts the data arrival time at the worst-slack endpoint at ~8.4 ns.
- In this design, the critical path's most frequently occurring cell is sky130_fd_sc_hd__clkdlybuf4s50_1.
- The critical path in this run is classified as in2out.
- Walking the worst path, the cells encountered are clkdlybuf4s50_1 > nor4_2 > nand4_1 > buf_4 > a2111oi_1 > nor4_1 > o21ai_0 > a311oi_1 > or4_1 > nor4b_2 > nand3_1 > nor3_2 > clkdlybuf4s50_1.

Synth:
- The run puts the fraction of synthesized cell area taken by the top area cell type at 0.1523.
- The run puts the average instance area after synthesis at approximately 7.8 sq um.
- The run gives the share of the synthesized netlist area taken by xor and xnor gates as 0.03977.
- Per the synthesis report, the number of distinct cell types is between 90 and 100.
- The run gives the post-synthesis mux area share as 0.2324.
- The run gives the cell type with the largest total area after synthesis as sky130_fd_sc_hd__ha_1.
- The run gives the aoi/oai-family share of the synthesized area as 0.2762.
- For reference, the top logic cell family by area is AND-OR/OR-AND gates.
- The run puts the total cells reported by yosys after synthesis at about 1300.
- The run gives the simple logic cell fraction of the synthesized area as 0.2138.
- Of the synthesized area, sequential elements account for 0.
- The run puts the synthesis warning total at 1.
- The synthesized netlist occupies a cell area of approximately 10000 sq um.
- The run gives the share of synthesized cell area in full adder, half adder and majority cells as 0.1542.
- The run gives the gate count after technology mapping as 1335.
- In the post-synthesis netlist, the biggest area contributors are sky130_fd_sc_hd__ha_1 (15%), sky130_fd_sc_hd__mux4_2 (7.8%), sky130_fd_sc_hd__mux2i_1 (5.8%), sky130_fd_sc_hd__mux4_1 (4.6%), sky130_fd_sc_hd__mux2_2 (4.0%).
- The run puts the summed standard-cell area reported by yosys at between 10000 and 15000 sq um.

Power and ir drop:
- For this design the total switching power over the nets is ~0.25 mW.
- Summed over all cells, the static leakage comes to roughly 4.7 nW.
- The run puts the power per cell area at approximately 38 nW/um^2.
- The run puts the maximum resistive drop on vdd at between 0.00003 and 0.00004 V.
- The design draws ~0.44 mW.
- The run gives the switching portion of total power as 0.5819.
- The run puts the internal portion of total power at approximately 0.18 mW.

Final timing:
- The final hold violation count recorded for this run is 0.
- The run gives the total count of max-transition violations in the final report as 0.
- At the pin with the least slew margin, the transition time is approximately 1.2 ns.
- The run puts the headroom to the max-slew limit at 0.1582.
- The routed design could run at a clock period as short as roughly 12 ns.
- The run puts the setup TNS after final layout at 0 ns.
- Dividing the final minimum period by the clock period gives 0.6969.
- Setup repair after global routing left no endpoint under its margin.
- The run puts the count of endpoints failing setup in the final report at 0.
- The flow reports an fmax of ~85 MHz.

Die:
- The run gives the floorplan die width as about 150 um.
- The share of the core area taken by cells at floorplan is 0.5116.
- The run gives the die outline area as between 20000 and 25000 sq um.
- The run gives the floorplan die height as about 150 um.
- The run puts the placement row count at 52.
- Per the OpenROAD floorplan log, the area of the core is ~20000 sq um.
- The run puts the number of top-level design ports at 102.

Detailed routing:
- The run gives the total detailed-routing wirelength as about 50 mm.
- Per the detail_route report, routed wire per instance is around 31 um.
- The pre-antenna-repair detailed-routing pass consisted of 5 iterations.
- The run gives the number of remaining DRC errors as 0.
- The run gives the total number of vias as between 10000 and 15000.
- The run gives the number of routed nets with antenna violations as 0.
- Per the log, the first TritonRoute iteration ended with a DRC count of roughly 1500.
- Using the TritonRoute via totals, the vias-per-cell ratio works out to roughly 7.4.

Global routing:
- The run puts the via count of the first global-routing pass at about 11000.
- The run puts the initial antenna violation count at 2.
- The global route stage reports its total congestion overflow as 0.
- The run puts the global-route usage over all layers at 0.4823.
- Entering global routing, the biggest net connects about 62 pins.
- The run gives the global-route wire length before repair as around 75 mm.

Placement:
- The run puts the global placer's final weighted congestion at roughly 1.1.
- The run puts the post-DP HPWL at 39.42 mm.
- The run puts the number of input and output port buffers inserted at 102.
- The run puts the number of cells in the design after placement at 1648.

Run status:
- The run finished with clean final reports.

Flow run:
- The run gives the number of warnings the tools reported as 97.
- The run gives the number of violations of the max-capacitance limit as 0.

Clock tree:
- The run gives the number of gates resized after CTS as 0.
- The report puts the hold buffer count at CTS at 0.
- The run gives the post-CTS setup buffer count as 0.

Min path:
- Note that the worst hold path type here is in2out.
-- cells in the mapped netlist, drive strengths merged (5+ instances only) --
master,count
a311oi,5
a21o,18
mux2i,62
nand2b,8
o221ai,5
a2bb2oi,7
o31ai,11
or2,8
inv,86
a2111oi,10
nand4,12
o32ai,9
xor2,38
a211o,9
o211ai,31
nor4b,6
or3,13
nor3b,5
nand2,91
and2,11
mux2,41
a31oi,19
or4,8
nor3,50
a221oi,14
nand3,37
ha,126
a22oi,20
a21oi,81
o22ai,11
mux4,54
o32a,5
o21ai,56
o2111ai,15
xnor2,9
o21a,6
a221o,7
nor2b,9
nor2,98
buf,53
nor4,27
clkbuf,48
and3,19
a211oi,21
-- metal layers --
metal | global-route usage | wire, um | part of all wire
met5 | 0 | 0 | 0
met4 | 0.2268 | 2981 | 0.059
met3 | 0.1446 | 6466 | 0.13
met2 | 0.7053 | 21360 | 0.42
met1 | 0.6567 | 19660 | 0.39
-- worst paths after layout --
kind | depth (start not counted) | start | slack [ns] | end
min | 5 | AluB[3] | 8.01 | ALUResult[6]
max | 13 | AluB[11] | 5.09 | ZERO
-- cells by family after synthesis --
logic type / count (synthesis)
simple gates: 416
xor+xnor: 47
mux: 157
fa+ha+maj: 127
compound gates: 400
buf+inv: 188
-- metrics by stage --
stage / setup WS (ns) / area, sq um / hold slack [ns] / utilization
after detailed placement: 5.281 / 11500 / 7.973 / 0.5683
final: 5.092 / 11500 / 8.014 / 0.5685
after floorplan: 6.143 / 10350 / 6.976 / -
after global routing: 4.966 / 11500 / 8.068 / 0.5684
after global placement: 5.345 / 11500 / 7.995 / 0.5683
after CTS: 5.259 / 11500 / 7.973 / 0.5683
-- layout by cell type, fill, tap and decap left out, types with 8 or more instances in the layout --
cell type,n
sky130_fd_sc_hd__a31oi_1,19
sky130_fd_sc_hd__a22oi_1,20
sky130_fd_sc_hd__or2_2,8
sky130_fd_sc_hd__mux4_1,18
sky130_fd_sc_hd__mux2i_1,60
sky130_fd_sc_hd__ha_1,126
sky130_fd_sc_hd__a211o_1,9
sky130_fd_sc_hd__and2_1,9
sky130_fd_sc_hd__nor3_1,46
sky130_fd_sc_hd__nor2b_1,9
sky130_fd_sc_hd__nor4_1,19
sky130_fd_sc_hd__or3_1,13
sky130_fd_sc_hd__mux2_2,37
sky130_fd_sc_hd__o2111ai_1,15
sky130_fd_sc_hd__a21o_1,18
sky130_fd_sc_hd__o32ai_1,9
sky130_fd_sc_hd__nand2b_1,8
sky130_fd_sc_hd__a211oi_1,19
sky130_fd_sc_hd__and3_1,19
sky130_fd_sc_hd__nand3_1,36
sky130_fd_sc_hd__xor2_1,37
sky130_fd_sc_hd__mux4_2,36
sky130_fd_sc_hd__clkdlybuf4s50_1,97
sky130_fd_sc_hd__nand4_1,12
sky130_fd_sc_hd__a221oi_1,13
sky130_fd_sc_hd__a21oi_1,79
sky130_fd_sc_hd__xnor2_1,8
sky130_fd_sc_hd__nor2_1,96
sky130_fd_sc_hd__o31ai_1,11
sky130_fd_sc_hd__nand2_1,90
sky130_fd_sc_hd__o211ai_1,31
sky130_fd_sc_hd__buf_4,43
sky130_fd_sc_hd__inv_1,83
sky130_fd_sc_hd__o21ai_0,51
sky130_fd_sc_hd__a2111oi_0,8
sky130_fd_sc_hd__o22ai_1,11
-- layout make-up --
type | count | share of cell area
inverter | 87 | 0.02839
multi-input combinational | 1147 | 0.8276
antenna | 2 | 0.0004351
timing repair buffer | 144 | 0.1142
tap | 270 | 0.02937
No activity file was given, so power comes from the tool's default toggle rates.
